$ cat /design/flow/design.v
module ALUSrcB(
    input wire      [1:0]   selector,
    input wire      [31:0]  Data_0,
    input wire      [31:0]  Data_1,
    output wire     [31:0]  Data_out
);
    wire[31:0] A1;
    assign A1 = (selector[0]) ?  32'd4 : Data_0;
    assign Data_out = (selector[1]) ? Data_1 : A1;
endmodule
$ cat /design/flow/run.sh
#!/bin/bash
# OpenROAD 26Q1-2900-gdf79404cd8, Yosys 0.63+post, stock flow scripts
make -C /OpenROAD-flow-scripts/flow DESIGN_CONFIG=/design/flow/config.mk WORK_HOME=/design/flow/orfs finish
$ cat /design/flow/config.mk
export PLATFORM = sky130hd
export DESIGN_NAME = ALUSrcB
export DESIGN_NICKNAME = ALUSrcB
export VERILOG_FILES = /design/flow/design.v
export SDC_FILE = /design/flow/constraint.sdc
export NUM_CORES = 4
export LEC_CHECK = 1
export CORE_AREA = 10 10 70 70
export DIE_AREA = 0 0 80 80
$ cat /design/flow/constraint.sdc
current_design ALUSrcB

set clk_period 2.4
set clk_io_pct 0.2

create_clock -name clk0 -period $clk_period

set non_clock_inputs [all_inputs -no_clocks]
set_input_delay [expr $clk_period * $clk_io_pct] -clock clk0 $non_clock_inputs
set_output_delay [expr $clk_period * $clk_io_pct] -clock clk0 [all_outputs]
==> impl_metrics.py <==
# Physical implementation metrics
metrics = {
    "job": {
        "tool_warnings": 32,
        "max_cap_violations": 0,
    },
    "min_path": {
        "hp-class": "in2out",
    },
    "global_routing": {
        "grt_pass1_vias": 847,
        "grt_pass1_wl_mm": 4.39,
        "antenna_found_initial": 0,
        "grt_max_degree": 21,
        "grt-ovfl-total": 0,
        "grt_util_all_layers_pct": 8.29,
    },
    "sta": {
        "rsz0062_at_grt": "no",
        "drv_slew": 0,
        "setup_violations": 0,
        "period_needed_ns": 2.18,
        "layout_worst_path_cycle_share_pct": 90.7,
        "fmax_mhz": 459,
        "worstMarginPinSlew_ns": 0.206,
        "hold_violations": 0,
        "max_slew_margin_pct": 86.3,
        "tns_ns": 0,
        "setup_slack_ns": 0.224,
    },
    "drt": {
        "viasPerCell": 4.12,
        "vias": 774,
        "wl_per_cell_um": 16.0,
        "drt-total-wl_mm": 3.01,
        "drc": 0,
        "dr.pass1.iters": 3,
        "final_antenna_net_count": 0,
        "n_antenna_cell": 0,
        "drt_iter0_drc": 8,
    },
    "worst_setup_path": {
        "startpoint_type": "input port",
        "critPathKind": "in2out",
        "crit_fanout": 15,
        "crit_arrival_ns": 1.70,
        "end_kind": "primary output",
        "cp.required_ns": 1.92,
    },
    "placement": {
        "portBuffers": 98,
        "place_congestion": 0.804,
        "hpwlAfterDp_mm": 2.67,
        "dp_worst_setup_slack_ns": -0.0293,
    },
    "cells_and_area": {
        "area_growth_syn_to_layout_pct": 296,
        "drive_gt1_share_pct": 4.23,
        "fillers": 350,
        "clkbuf_count": 0,
        "ff_count": 0,
        "mostFrequentLayoutCell": "clkdlybuf4s50_1",
        "lay_top_cells": "clkdlybuf4s50_1, a22o_1, nand2_1, o21ai_1",
        "regArea_um2": 0,
    },
    "floorplanning": {
        "ios": 98,
        "die_w_um": 80,
        "coreArea_mm2": 0.00342,
        "die_area_mm2": 0.00640,
        "initCoreUtil_pct": 10.5,
        "rows": 21,
        "die_h_um": 80,
    },
    "logic_synthesis": {
        "synth_stat.cells": 46,
        "synth_cell_type_count": 9,
        "synth_top_area_share_pct": 71.0,
        "syn-instance-count": 46,
        "ys_seq_share_pct": 0,
        "largest_area_cell": "a22o_1",
        "synth_chip_area_um2": 358,
        "ys_top_cells_by_area": "a22o_1, buf_6, buf_2",
        "syn_avg_cell_area_um2": 7.78,
        "synth_area_um2": 358,
        "yosys_warnings": 0,
    },
    "cts": {
        "cts-hold-fix-buffers": 0,
        "postCtsSetupBuffers": 0,
    },
    "power_and_ir_drop": {
        "power_uw": 249,
        "power_per_cell_area_mw_per_mm2": 175,
        "vdd_ir_drop_max_mv": 0.0796,
        "p_leak_nw": 0.549,
    },
    "outcome": {
        "status": "finished clean",
    },
}
logic make-up after synthesis:
family | count (synthesis) | synth area share [%]
AOI/OAI and AO/OA | 32 | 75.2
and+or+nand+nor | 7 | 10.8
buffers and inverters | 7 | 14.0
critical path: stages:
cell,delay [ns]
dlygate4sd2_1,0.29
nor2_4,0.16
buf_12,0.16
a22o_1,0.14
clkdlybuf4s50_1,0.47
worst paths after layout:
| check | from | endpoint | slack [ns] | cells past startpoint |
|---|---|---|---|---|
| setup / recovery | selector[1] | Data_out[31] | 0.22 | 5 |
| hold / removal | selector[0] | Data_out[29] | 1.80 | 5 |
per-layer routing:
metal / wire length [um] / vias up / global-route usage (%)
li1: - / 384 / -
met1: 1170 / 343 / 9.69
met2: 1490 / 47 / 15.0
met3: 352 / 0 / 2.84
met4: 0 / 0 / 0
met5: 0 / - / 0
synthesized netlist by cell type:
cell type and number:
nor2_1 1, buf_6 2, nand2b_1 2, o21ai_1 3, nor2_4 1, a22o_1 29
buf_2 4, buf_4 1, nand2_1 3
cell type report:
class | count | area [um2] | area share (%)
multi-input combinational | 39 | 308 | 21.7
tap | 46 | 57.6 | 4.06
timing repair buffer | 103 | 1050 | 74.2
metrics by stage:
stage	instances	cell area [um2]	hold WS, ns	util, %
2_1_floorplan	46	358	1.02	-
3_3_place_gp	188	1410	1.88	41.2
3_5_place_dp	188	1410	1.88	41.2
4_1_cts	188	1420	1.89	41.4
5_1_grt	188	1420	1.85	41.5
6_report	188	1420	1.80	41.5
repair_timing:
item                                    in CTS  in global routing
endpoints found under the setup margin      18                  6
pin swaps                                    1                  1
endpoints found under the hold margin        0                  0
resized                                      3                  1
power breakdown:
group	internal, mW	leakage, nW	switching, mW	total (mW)
sequential	0	0	0	0
clock	0	0	0	0
combinational	0.196	0.549	0.0526	0.249
total	0.196	0.549	0.0526	0.249
Power is estimated from default activity; no workload was simulated.
