--- flow/run.sh ---
#!/bin/bash
# OpenROAD 26Q1-2900-gdf79404cd8, Yosys 0.63+post, stock flow scripts
make -C /OpenROAD-flow-scripts/flow DESIGN_CONFIG=/design/flow/config.mk WORK_HOME=/design/flow/orfs finish
--- flow/design.v ---
module ALUScrA(
    input wire              selector,
    input wire      [31:0]  Data_0,
    input wire      [31:0]  Data_1,
    output wire     [31:0]  Data_out
);
    assign Data_out = (selector) ? Data_1 : Data_0;
endmodule
--- flow/config.mk ---
export PLATFORM = sky130hd
export DESIGN_NAME = ALUScrA
export DESIGN_NICKNAME = ALUScrA
export VERILOG_FILES = /design/flow/design.v
export SDC_FILE = /design/flow/constraint.sdc
export NUM_CORES = 4
export LEC_CHECK = 1
export CORE_AREA = 10 10 70 70
export DIE_AREA = 0 0 80 80
--- flow/constraint.sdc ---
current_design ALUScrA

set clk_period 1.0
set clk_io_pct 0.2

create_clock -name clk0 -period $clk_period

set non_clock_inputs [all_inputs -no_clocks]
set_input_delay [expr $clk_period * $clk_io_pct] -clock clk0 $non_clock_inputs
set_output_delay [expr $clk_period * $clk_io_pct] -clock clk0 [all_outputs]
==> results.tsv <==
metric	value	unit
Max Cap Violations	0	
hold_ws	694	ps
Hold Crit Class	primary input to primary output	
fillers	327	
DR WL/cell	14.8	um
Max Clk Rate	851	MHz
Synth top cell by count	mux2_4	
diode count	0	
Mapped Cells	36	
pwr/cell area	389	nW/um^2
dpl cell area	1540	sq um
library cells used by synthesis	4	
Final Hold Viols	0	
drt first-iter violations	4	
Reg area	0	sq um
first-pass GRT wire length	4.15	mm
DR vias	730	
Synth Seq Share	0	%
# setup viols final	32	
final core occ	49.7	%
Worst setup SP type	primary input	
yosys stat area	544	sq um
Crit path depth	5	
maximum VDD drop	0.000173	V
vias in the first global route	824	
fp_density	15.9	%
drt first pass iters	2	
final WL	2.85	mm
crit-path cells	buf_12 -> buf_12 -> buf_8 -> mux2_4 -> buf_6	
Critical Path Fanout Max	7	
fin crit share	118	%
hold_sp	Data_0[24]	
# DRC	0	
Die Height	80	um
PortBufs	97	
largest net degree at the start of global routing	8	
# Cells Yosys	36	
cell taking the most area after synthesis	mux2_4	
global route total overflow	0	
Worst EP arrival	980	ps
worst setup margin	-175	ps
crit-path leading delay family	buffers and inverters	
Worst Path Buf+Inv	4	
Layout area overhead	212	%
fraction of layout cells with a size suffix above 1	56.2	%
critical path capture point type	primary output	
Slew Limit Fails	0	
total track usage	7.87	%
CP dominant cell by count	buf_12	
Slew @ Worst Pin	61.1	ps
commonest cells in the netlist	mux2_4 (30), buf_12 (3), mux2_2 (2)	
synthesized area per cell	15.1	sq um
CP Capture Point	Data_out[31]	
clock buf count	0	
CORE AREA	3420	sq um
crit path launch	selector	
failing checks	negative setup slack	
status	finished with violations	
Die W	80	um
Final HPWL DP	2.40	mm
Cell Area, Synth	544	sq um
Die Size	6400	sq um
design area	1700	sq um
RSZ-0062 raised after global routing	true	
CP required	800	ps
hold buffer count at CTS	0	
tool warning count	34	
Cell Rows	21	
I/O Pins	97	
WS Path Type	primary input to primary output	
Final min period	1180	ps
flop count	0	
post-route ant nets	0	
relative slew slack	95.9	%
CP max stage delay	300	ps
Avg Vias per Cell	3.80	
routability cong.	0.760	
Leakage	0.990	nW
antenna violations before repair	0	
synth warn	0	
slowest stage cell, crit path	mux2_4	
Cell area leaders	mux2_4 (83%), buf_12 (11%), mux2_2 (4.1%)	
Max-area cell share	82.8	%
==> cells by family (layout without fill, tap and decap cells) <==
kind of cell           after synthesis  after routing  synth area share (%)
buffers and inverters                4            114                  13.1
muxes                               32             32                  86.9
==> cell type report <==
class	instances	area (sq um)	area share, %
tap	46	57.6	3.39
multi-input combinational	32	480	28.3
timing repair buffer	114	1160	68.3
==> worst min-delay path by stage <==
stage / endpoint / slack [ps] / cells after the start
finish: Data_out[24] / 690 / 3
global route: Data_out[27] / 710 / 3
CTS: Data_out[30] / 800 / 3
==> metrics by stage <==
stage	total power (W)	setup WS, ps	instances	TNS, ps
after floorplan	0.000206	66.9	36	0
after global placement	0.000654	-492	177	-15250
after detailed placement	0.000655	-497	177	-15270
after CTS	0.000644	-178	192	-5200
after global routing	0.000706	-194	192	-5620
final	0.000660	-175	192	-5030
==> worst min-delay path: cells and delay by family <==
kind	cells	cell delay (ps)
buf+inv	2	160
mux	1	130
==> power breakdown <==
group          switching [W]  internal [W]  total (W)
clock network              0             0          0
registers                  0             0          0
logic               0.000141      0.000519   0.000660
==> layer usage <==
| metal | global-route usage [%] | vias to the layer above | share of wire, % |
|---|---|---|---|
| met5 | 0 | - | 0 |
| met4 | 0 | 0 | 0 |
| met3 | 3.07 | 0 | 11 |
| met2 | 14.3 | 51 | 49 |
| met1 | 8.97 | 317 | 40 |
| li1 | - | 362 | - |
==> placed cells by master, fill, tap and decap left out <==
master           synthesis  final
buf_12                   3      3
buf_16                   0      1
buf_2                    0     12
buf_4                    0      2
buf_6                    1     29
buf_8                    0      3
clkdlybuf4s50_1          0     10
dlygate4sd2_1            0     40
dlymetal6s2s_1           0     14
mux2_4                  30     32
==> what timing repair did <==
| action | 4_1_cts | 5_1_grt |
|---|---|---|
| gates resized | 170 | 23 |
| setup buffers | 14 | 0 |
| setup endpoints to repair | 32 | 32 |
| cloned | 1 | 0 |
Power and IR drop assume default switching activity.
